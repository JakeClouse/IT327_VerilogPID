$ cat /design/flow/run.sh
#!/bin/bash
# OpenROAD 26Q1-2900-gdf79404cd8, Yosys 0.63+post, stock flow scripts
make -C /OpenROAD-flow-scripts/flow DESIGN_CONFIG=/design/flow/config.mk WORK_HOME=/design/flow/orfs finish
$ cat /design/flow/config.mk
export PLATFORM = sky130hd
export DESIGN_NAME = top_module
export DESIGN_NICKNAME = top_module
export VERILOG_FILES = /design/flow/design.v
export SDC_FILE = /design/flow/constraint.sdc
export NUM_CORES = 4
export LEC_CHECK = 1
export CORE_UTILIZATION = 50
$ cat /design/flow/constraint.sdc
current_design top_module

set clk_period 32.6
set clk_io_pct 0.2

create_clock -name clk0 -period $clk_period [get_ports {clk}]

set non_clock_inputs [all_inputs -no_clocks]
set_input_delay [expr $clk_period * $clk_io_pct] -clock clk0 $non_clock_inputs
set_output_delay [expr $clk_period * $clk_io_pct] -clock clk0 [all_outputs]
$ cat /design/flow/design.v
`default_nettype none
module top_module(
    input [11:0] angleIn,
    input [11:0] setPoint,
    input [7:0] kp,
    input [7:0] ki,
    input [7:0] kd,
    input clk,
    output reg signed [8:0] dutyCycleOut
    ); 
    wire signed [12:0] error;
    errorCalc errCalcInst(angleIn, setPoint, error);   
    reg signed [12:0] prevError;
    wire signed [20:0] proportional;
    reg signed [28:0] integral;
    wire signed [21:0] derivative;
    reg signed [29:0] pidOut;
    initial begin
        integral = 0;
        prevError = 0;
        pidOut = 0;
    end
    assign proportional = error * kp;
    assign derivative = ({{9{error[12]}}, error} - {{9{prevError[12]}}, prevError}) * kd;
    always @(posedge clk) begin
        integral <= integral + (error * ki);
        if(integral > 255) integral <= 255;
        if(integral < -255) integral <= -255;
        prevError <= error;
        pidOut <= {{9{proportional[20]}}, proportional} +integral +{{8{derivative[21]}}, derivative};
        if(pidOut > 255) dutyCycleOut <= 255;
        else if(pidOut < -255) dutyCycleOut <= -255;
        else dutyCycleOut <= pidOut[8:0];
    end
endmodule
module errorCalc(
    input [11:0] angleIn,
    input [11:0] setPoint,
    output signed [12:0] error
);
    wire [12:0] carryWire;
    assign carryWire[0] = 1'b1;
    assign error[0] = carryWire[0]^(setPoint[0]^(~angleIn[0]));
    assign carryWire[1] = (carryWire[0]&(setPoint[0]^(~angleIn[0])))|((~angleIn[0])&setPoint[0]);
    assign error[1] = carryWire[1]^(setPoint[1]^(~angleIn[1]));
    assign carryWire[2] = (carryWire[1]&(setPoint[1]^(~angleIn[1])))|((~angleIn[1])&setPoint[1]);
    assign error[2] = carryWire[2]^(setPoint[2]^(~angleIn[2]));
    assign carryWire[3] = (carryWire[2]&(setPoint[2]^(~angleIn[2])))|((~angleIn[2])&setPoint[2]);
    assign error[3] = carryWire[3]^(setPoint[3]^(~angleIn[3]));
    assign carryWire[4] = (carryWire[3]&(setPoint[3]^(~angleIn[3])))|((~angleIn[3])&setPoint[3]);
    assign error[4] = carryWire[4]^(setPoint[4]^(~angleIn[4]));
    assign carryWire[5] = (carryWire[4]&(setPoint[4]^(~angleIn[4])))|((~angleIn[4])&setPoint[4]);
    assign error[5] = carryWire[5]^(setPoint[5]^(~angleIn[5]));
    assign carryWire[6] = (carryWire[5]&(setPoint[5]^(~angleIn[5])))|((~angleIn[5])&setPoint[5]);
    assign error[6] = carryWire[6]^(setPoint[6]^(~angleIn[6]));
    assign carryWire[7] = (carryWire[6]&(setPoint[6]^(~angleIn[6])))|((~angleIn[6])&setPoint[6]);
    assign error[7] = carryWire[7]^(setPoint[7]^(~angleIn[7]));
    assign carryWire[8] = (carryWire[7]&(setPoint[7]^(~angleIn[7])))|((~angleIn[7])&setPoint[7]);
    assign error[8] = carryWire[8]^(setPoint[8]^(~angleIn[8]));
    assign carryWire[9] = (carryWire[8]&(setPoint[8]^(~angleIn[8])))|((~angleIn[8])&setPoint[8]);
    assign error[9] = carryWire[9]^(setPoint[9]^(~angleIn[9]));
    assign carryWire[10] = (carryWire[9]&(setPoint[9]^(~angleIn[9])))|((~angleIn[9])&setPoint[9]);
    assign error[10] = carryWire[10]^(setPoint[10]^(~angleIn[10]));
    assign carryWire[11] = (carryWire[10]&(setPoint[10]^(~angleIn[10])))|((~angleIn[10])&setPoint[10]);
    assign error[11] = carryWire[11]^(setPoint[11]^(~angleIn[11]));
    assign carryWire[12] = (carryWire[11]&(setPoint[11]^(~angleIn[11])))|((~angleIn[11])&setPoint[11]);
    assign error[12] = carryWire[12];
endmodule
==> out/results.tsv <==
stage	metric	value	unit
status	outcome	finished clean	
floorplanning	dieHeight	182	um
logic_synthesis	ys_cells	1850	
floorplanning	initial_core_util	51.1	%
setup_path	critical_path.most_common_cell	fa_1	
clock_network	clk_latency	370	ps
finish	area_growth	7.88	%
setup_path	end_kind	flop	
flow_run	cap_violations	0	
floorplanning	ios	58	
sta	slew_viol_final	0	
floorplanning	die_w	182	um
hold_path	min_path_type	reg2reg	
floorplanning	rows	65	
sta	max-slew-margin-rel	40.3	%
sta	rsz0062_at_grt	false	
finish	regArea	1620	um2
logic_synthesis	syn_area	16200	um2
floorplanning	die-area	33200	um2
clock_network	cts_hold_buf	0	
sta	fin_crit	19170	ps
finish	fillCellCount	2836	
logic_synthesis	synth.distinct_cells	65	
setup_path	critPathKind	in2reg	
placement	portBuffers	57	
setup_path	ff2ff_path_depth	37	
sta	finalHoldViolCount	0	
logic_synthesis	synthTopCellsByCount	inv_1 (381), fa_1 (278), nand2_1 (211)	
clock_network	cts_max_level	3	
global_routing	grt_pass1_wl	63000	um
logic_synthesis	synthTopCellsByArea	fa_1 (34%), ha_1 (13%), dfxtp_1 (10%)	
finish	fin_cells	2291	
route	wl_per_cell	16.8	um
setup_path	critical_path.startpoint	angleIn[0]	
sta	skew	20.7	ps
setup_path	worstPathRequired	32840	ps
setup_path	start_kind	input pin	
route	vias_per_cell	5.20	
logic_synthesis	yosys_area	16200	um2
logic_synthesis	largest_area_cell	fa_1	
setup_path	reg2reg_slack	23450	ps
sta	max_freq	0.0522	GHz
logic_synthesis	syn_avg_cell_area	8.77	um2
logic_synthesis	postSynthSeqShare	10.0	%
route	dr.pass1.iters	5	
floorplanning	design.core.area	31700	um2
clock_network	numCtsBuffers	9	
global_routing	grt_max_degree	26	
sta	post-route-period-util	58.8	%
sta	tightest_slew	889	ps
logic_synthesis	synthArstFlopShare	0	%
logic_synthesis	ys_ff	81	
route	totalWireLength	38600	um
logic_synthesis	synth.top_cell.area_share	34.3	%
route	antenna_left	0	
setup_path	regToRegStartpoint	prevError[0]$_DFF_P_	
sta	setup_viol	0	
route	drc_errors	0	
clock_network	cts_tree	done	
global_routing	grt_overflow	0	
logic_synthesis	yosys_warnings	1	
flow_run	warnings	28	
logic_synthesis	yosysMostFrequentCell	inv_1	
placement	dp_cells	2275	
clock_network	cts_sinks	81	
logic_synthesis	ff_type	dfxtp_1	
clock_network	clkSlewWorstSetupHoldPaths	70	ps
route	drtIter0Drc	477	
clock_network	post_cts_resized	0	
placement	gp_congestion	0.979	
route	vias	11900	
setup_path	slowest_delay	760	ps
clock_network	root_buffer	clkbuf_16	
finish	drive_above_1_share	3.18	%
route	antenna-diode-count	0	
sta	tns	0	ps
logic_synthesis	synth_cells	1850	
setup_path	arrival	19410	ps
global_routing	antenna_found_initial	0	
setup_path	reg2reg_to	pidOut[29]$_DFF_P_	
clock_network	clockBufferDepth	2	
placement	dp_hpwl	32100	um
setup_path	critPathSlowestCell	fa_1	
setup_path	crit_path_end	pidOut[29]$_DFF_P_	
clock_network	cts_setup_buffers	0	
global_routing	grt_usage	26.1	%
global_routing	grt_pass1_vias	12200	
setup_path	crit_fanout	18	
logic_synthesis	synth-edff-count	0	
finish	layout.area.comb	13000	um2
metal layers:
layer	GRT usage, %	vias up	part of all wire (%)
li1	-	5859	-
met1	38.1	5691	44
met2	39.4	306	46
met3	9.09	60	7.9
met4	5.95	0	2.7
met5	0	-	0
worst max-delay path: cells and delay by family:
family	cells	cell delay, ps
buffers and inverters	7	880
AND/OR/NAND/NOR	5	1140
multiplexers	1	420
AND-OR/OR-AND	7	1660
XOR/XNOR	3	450
adder cells (fa/ha/maj)	20	8340
cell type report:
class	instances	share of cell area, %
multi-input cells	1339	74.1
repair buffers	72	3.91
flip-flops and latches	81	9.27
well taps	402	2.88
inverters	381	8.18
clock inverters	7	0.401
clock buffers	9	1.29
state kept, by name (all words and copies together), names as in the netlist:
| register | flops |
|---|---|
| pidOut | 30 |
| integral | 29 |
| prevError | 13 |
| dutyCycleOut | 9 |
metrics by stage:
step / area (um2) / utilization, % / setup slack (ps) / hold slack, ps
final: 17500 / 55.2 / 13430 / 359
after global routing: 17500 / 55.2 / 12690 / 366
after CTS: 17500 / 55.2 / 13430 / 363
after detailed placement: 17200 / 54.2 / 13060 / 352
after global placement: 17200 / 54.2 / 13230 / 345
after floorplan: 16200 / - / 14240 / 405
worst min-delay path by stage:
| stage | start | to | slack [ps] | cells past startpoint |
|---|---|---|---|---|
| 6_report | pidOut[29]$_DFF_P_ | dutyCycleOut[8]$_SDFF_PP0_ | 360 | 0 |
| 4_1_cts | pidOut[29]$_DFF_P_ | dutyCycleOut[8]$_SDFF_PP0_ | 360 | 0 |
| 5_1_grt | pidOut[29]$_DFF_P_ | dutyCycleOut[8]$_SDFF_PP0_ | 370 | 0 |
cells by family (layout without fill, tap and decap cells):
kind of cell               count (synthesis)  count (layout)  share of synthesized area [%]
AOI/OAI and AO/OA                        259             259                           10.6
xor gates and xnor gates                  87              87                           4.70
adders and majority gates                445             445                           47.2
buffers and inverters                    430             469                           10.2
DFF                                       81              81                           10.0
muxes                                     13              13                          0.826
and+or+nand+nor                          535             535                           16.5
layout by cell type, fill, tap and decap left out, types with 11 or more instances in the layout:
master	n
a211oi_1	13
nand2_1	211
buf_4	15
ha_1	167
nor2_1	52
fa_1	278
o21ai_0	63
nor2b_1	46
xor2_1	30
nand4_1	15
clkdlybuf4s50_1	57
o21bai_1	12
o21a_1	13
xnor2_1	56
inv_1	381
nand3_1	16
and2_1	114
dfxtp_1	81
nor3_1	11
a21o_1	27
a21oi_1	73
nand2b_1	22
nor4_1	16
